[/design/flow/design.v]
`timescale 1ns / 1ps
module InL_mem(Sclk,in_status,row,Input,index_inL,inputdataL,Reset_n,clear);
input Sclk,in_status,Reset_n,clear;
input [9:0]row;
input [15:0]Input;
input [8:0]index_inL;
output [15:0]inputdataL; 
reg[15:0] inl[0:511];
reg [9:0]r;
always @(posedge in_status)
begin
	if(Reset_n==0 || clear==1)
	begin
		for(r=0;r<512;r=r+1)
		begin
			inl[row]=0;
		end
	end
	if(row<512)
		inl[row]=Input;
end
assign inputdataL = inl[index_inL];
endmodule
[/design/flow/run.sh]
#!/bin/bash
# OpenROAD 26Q1-2900-gdf79404cd8, Yosys 0.63+post, stock flow scripts
make -C /OpenROAD-flow-scripts/flow DESIGN_CONFIG=/design/flow/config.mk WORK_HOME=/design/flow/orfs finish
[/design/flow/config.mk]
export PLATFORM = sky130hd
export DESIGN_NAME = InL_mem
export DESIGN_NICKNAME = InL_mem
export VERILOG_FILES = /design/flow/design.v
export SDC_FILE = /design/flow/constraint.sdc
export NUM_CORES = 4
export LEC_CHECK = 1
export CORE_UTILIZATION = 40
export SYNTH_MEMORY_MAX_BITS = 65536
[/design/flow/constraint.sdc]
current_design InL_mem

set clk_period 31.5
set clk_io_pct 0.2

create_clock -name clk0 -period $clk_period [get_ports {in_status}]

set non_clock_inputs [all_inputs -no_clocks]
set_input_delay [expr $clk_period * $clk_io_pct] -clock clk0 $non_clock_inputs
set_output_delay [expr $clk_period * $clk_io_pct] -clock clk0 [all_outputs]
==> Changelog: implementation <==
### Metrics

- CP Launch Point: index_inL[0]
- Buffer count from post-CTS setup fixing: 0
- Placed Cells incl. Taps: 26300
- Logic area: 67000 um^2
- # port buffers: around 53
- Placer Congestion: 0.905
- Final standard cell area without fillers: 361000 um^2
- Num CTS Buffers: 791
- Synth Instances: 15500
- Global route total overflow: 0
- TNS Setup: 0 ns
- Post-Syn Area: 320000 um^2
- Max-slew violations: 0
- Tcrit/Tclk final: 0.652
- First DRT Iteration DRCs: 10900
- DP HPWL: 551 mm
- Worst slew pin tran: 1.23 ns
- Yosys cell count: 15500
- Fraction of layout instances using a drive strength above 1: 0.208
- ANT nets after route: 0
- Post-DP Area: 336000 um^2
- I/O pin cnt: around 55
- Largest net degree at the start of global routing: 118
- YS chip area: roughly 320000 um^2
- Launch point of the worst hold path: Input[7]
- Post-CTS Resized: 0
- Leakage: between 100 and 150 nW
- Log Warnings: ~51
- Fmax: 48.7 MHz
- Max VDD drop: 0.0690 mV
- CTS sink count: just over 8000
- Vias in the first global route: 171000
- Clock Path Buffers: 4
- Setup crit end kind: primary output
- Die width: roughly 900 um
- Max cap viols: 0
- FILL cells: 65800
- FF/Latch Area: 246000 um^2
- TritonCTS clock tree: done
- Synth async-reset ratio: 0
- Final Hold Violation Tally: 0
- CTS clk-pin slew, worst paths: 0.06 ns
- Worst EP arrival: 14.24 ns
- Crit path kind: in2out
- Post-synthesis cell type count: 93
- Total track usage: 0.246
- Yosys reg bits: 8192
- Crit-path max FO: 43
- Post-DR wirelength/cell: 32.4 um
- Post-synth EDFFs: 8192
- # hold bufs at CTS: 0
- Number of setup violations in the final report: 0
- Die Y: 897 um
- DR vias/cell: between 5 and 6
- First-pass DRT Iterations: 8
- Fp util: 0.401
- CTS H-Tree Depth: 6
- Vias post-DR: 161000
- Global-route wire length before repair: 1270 mm
- Tot Pwr: 22.2 mW
- Worst path required time: 25.20 ns
- Tmin final: 20.54 ns
- Clk root buf: clkbuf_16
- Routed WL: around 900 mm
- DRC Markers: 0
- Layout area overhead: 12.7%
- Cell Pwr Density: 61.6 nW/um^2
- RSZ-0062 raised after global routing: no
- Top FF cell, synth: edfxtp_1
- Mean Syn Cell Area: just over 20 um^2
- Final std cells w/o fill: about 28000
- Status: finished clean
- Ys Warns: 1
- Rel. slew slack: 0.172
- Num rows: 328
- Register share after synthesis: 0.768
- Hold Crit Class: in2reg
- Max reg flops: 8192
- Initial antenna violation count: 75
- Final Core Density: 0.452
- Core area: 798000 um^2
- Die area: 804000 um^2
- Setup crit start kind: input pin
## worst max-delay path, stage by stage
cell	delay, ns
buf_16	0.33
buf_4	0.60
buf_4	0.53
buf_4	0.56
buf_4	0.55
buf_4	0.62
buf_4	0.60
buf_4	0.60
mux2i_1	0.20
o221ai_2	0.24
o22ai_1	0.13
o21ai_0	0.49
nand4_1	0.51
a2111oi_0	0.62
and3_1	0.50
clkdlybuf4s50_1	0.55
## cell usage after synthesis (9+ instances only)
library cell,count,area [um^2]
nor4_1,32,200
o21ai_1,17,85.1
o31ai_1,13,97.6
o22a_1,9,78.8
o211ai_1,15,113
buf_6,125,1410
buf_8,88,1320
mux4_2,1166,26300
nand4_1,50,313
and2_1,55,344
a211oi_1,60,450
buf_4,26,195
clkbuf_8,12,165
nand2_1,213,800
a32oi_1,13,114
buf_2,197,986
nand3_1,106,531
a211o_1,15,131
a2111oi_0,42,368
o22ai_1,451,2820
o221ai_1,559,4900
o221ai_2,30,450
and3_1,13,81.3
nor2b_1,24,150
o21a_1,11,82.6
o21ai_0,200,1000
a22oi_1,57,428
mux2i_1,1624,16300
a21oi_1,334,1670
nor3_1,136,681
a221oi_1,17,149
mux4_1,127,3340
clkbuf_4,10,75.1
mux2_2,32,360
nor2_1,654,2450
clkbuf_1,349,1310
buf_1,69,259
buf_12,95,1900
a31oi_1,78,488
edfxtp_1,8192,246000
## cells in the final DEF (no fill, tap or decap), types with 25 or more instances in the layout
cell type	synthesis	routed
buf_12	95	25
o221ai_2	30	30
bufinv_16	0	44
and2_1	55	54
clkdlybuf4s50_1	0	43
nor4_1	32	29
o22ai_1	451	451
nand4_1	50	50
clkinv_1	2	191
mux2_2	32	32
mux2i_1	1624	1624
a21oi_1	334	334
a31oi_1	78	78
o21ai_0	200	200
a2111oi_0	42	37
mux4_2	1166	1166
mux4_1	127	127
nand3_1	106	101
nand2_1	213	197
nor2_2	0	32
edfxtp_1	8192	8192
a22oi_1	57	57
a211oi_1	60	59
buf_4	26	1148
nor2_1	654	621
clkbuf_16	0	800
clkbuf_1	349	194
o221ai_1	559	559
clkinv_2	0	125
diode_2	0	133
nor3_1	136	133
## final cells by class
type | instances | share of cell area
sequential | 8192 | 0.682
multi-input combinational | 6304 | 0.186
clock buffer | 994 | 0.0575
tap | 10600 | 0.0366
timing repair buffer | 1226 | 0.0268
clock inverter | 431 | 0.0107
antenna | 133 | 0.000922
inverter | 5 | 0.000101
## per-stage QoR
| step | hold WS, ns | setup WS, ns |
|---|---|---|
| global placement | 7.05 | 10.73 |
| finish | 5.88 | 10.96 |
| detailed placement | 7.05 | 10.78 |
| global route | 5.87 | 10.25 |
| floorplan | 6.87 | 9.91 |
| CTS | 5.81 | 10.78 |
## final timing paths
check               endpoint  slack [ns]  cells past startpoint
max           inputdataL[11]       10.96                     16
min    inl[459][7]$_DFFE_PP_        5.88                      2
## cell families (layout without fill, tap and decap cells)
logic type / count (synthesis) / after routing / share of synthesized area
AND-OR/OR-AND: 2005 / 2005 / 0.0443
buffers and inverters: 977 / 2656 / 0.0239
flip-flops: 8192 / 8192 / 0.768
multiplexers: 2949 / 2949 / 0.144
other: 0 / 133 / 0
AND/OR/NAND/NOR: 1350 / 1350 / 0.0191
## where the power goes
part	internal, mW	leakage [nW]	switching (mW)	total (mW)
clock	5.03	12.0	4.06	9.09
sequential	12.0	64.3	0.00423	12.0
combinational	0.322	29.1	0.788	1.11
## metal layers
layer	wire length, um	track usage	vias to the layer above
met1	279000	0.284	81200
met3	171000	0.205	1648
met4	39700	0.0848	126
li1	-	-	67500
met5	2500	0.0180	-
met2	410000	0.346	10100
Power figures rest on the tool's default switching activity, not on a simulated workload.
