$ cat flow/run.sh
#!/bin/bash
# OpenROAD 26Q1-2900-gdf79404cd8, Yosys 0.63+post, stock flow scripts
make -C /OpenROAD-flow-scripts/flow DESIGN_CONFIG=/design/flow/config.mk WORK_HOME=/design/flow/orfs finish
$ cat flow/config.mk
export PLATFORM = sky130hd
export DESIGN_NAME = InR_mem
export DESIGN_NICKNAME = InR_mem
export VERILOG_FILES = /design/flow/design.v
export SDC_FILE = /design/flow/constraint.sdc
export NUM_CORES = 4
export LEC_CHECK = 1
export CORE_UTILIZATION = 40
export SYNTH_MEMORY_MAX_BITS = 65536
$ cat flow/constraint.sdc
current_design InR_mem

set clk_period 31.5
set clk_io_pct 0.2

create_clock -name clk0 -period $clk_period [get_ports {in_status}]

set non_clock_inputs [all_inputs -no_clocks]
set_input_delay [expr $clk_period * $clk_io_pct] -clock clk0 $non_clock_inputs
set_output_delay [expr $clk_period * $clk_io_pct] -clock clk0 [all_outputs]
$ cat flow/design.v
`timescale 1ns / 1ps
module InR_mem(Sclk,in_status,row,Input,index_inR,inputdataR,Reset_n,clear);
input Sclk,in_status,Reset_n,clear;
input [9:0]row;
input [15:0]Input;
input [8:0]index_inR;
output [15:0]inputdataR;
reg[15:0] inr[0:511];
reg [9:0]r;
always @(posedge in_status)
begin
	if(Reset_n==0 || clear==1)
	begin
		for(r=0;r<512;r=r+1)
		begin
			inr[row]=0;
		end
	end
	if(row<512)
		inr[row]=Input;
end
assign inputdataR = inr[index_inR];
endmodule
==> run notes <==
impl run done, here's what came out: run status finished, final reports clean, Post-Route WL between 900 and 1000 mm, Avg Vias per Cell 5.76, Setup CP Type in -> out, Main area contributors edfxtp_1 (77%), mux4_2 (8.2%), mux2i_1 (5.1%), FP Util 40.1%, max reg flops 8192, Cells after Synth ~15000, Max Cap Viol 0, largest net degree at the start of global routing 118, Setup-failing EPs final 0, post-route setup TNS 0 ns, pwr/cell area around 60 mW/mm^2, cell type with the largest total area edfxtp_1, ys flops about 8200, CP Data Arrival Time 14.29 ns, CP Cell Sequence buf_16 -> buf_4 -> buf_4 -> buf_4 -> buf_4 -> buf_4 -> buf_4 -> buf_4 -> mux2i_1 -> o221ai_2 -> o22ai_1 -> o21ai_0 -> nand4_1 -> a2111oi_0 -> and3_1 -> clkdlybuf4s50_1, Final Max Slew Viols 0, P_leak about 110 nW, Worst-Margin Slew between 1 and 1.5 ns, CP bufs+invs 9, vias between 150k and 200k, Post-Syn Area per Cell 20.7 sq um, total CTS buffers 791, Hold Worst Slack between 5 and 6 ns, area grow syn2layout 12.7%, CTS Hold Bufs 0, Ys Warns 1, maximum net fanout on the critical path 43, Top Family by Delay on Critical Path buffers and inverters, Critical Path RT 25.20 ns, Mux area share between 10% and 20%, stage-log warning count 48, most frequent logic cell in the layout edfxtp_1, crit end category output pin, Post-CTS Setup Bufs 0, XOR Share, Synth 0%, most used cell, CP buf_4, GRT Residual Overflow 0, Synth Flop Type edfxtp_1, Max-Slew Margin vs Limit between 20 and 25%, most instantiated logic cells after routing edfxtp_1 (8192), mux2i_1 (1624), mux4_2 (1166), Synth logic family multiplexers, yosys simple share 1.91%, Final HPWL DP around 550 mm, chip area 0.804 sq mm, register share after synthesis between 70% and 80%, row cnt roughly 330, die extent in x about 900 um, GP Congestion 0.905, count of different cell masters after synthesis just over 90, Startpoint Class input port, CTS tree yes, H-tree depth 6, initial antenna violation count about 65, DRC viols 0, Ports 55, Routed Antenna Nets 0, post-synthesis instance area about 0.32 sq mm, CORE AREA between 0.7 and 0.8 sq mm, Clock Sinks 8192, clock slew at reported path FFs 0.06 ns, wire length per cell 32.4 um, Tcrit/Tclk final 65.4%, Clock Path Buffers 4, root buf cell clkbuf_16, Post-synth EDFFs 8192, post-CTS sizing 0, yosys aoi share 4.43%, RSZ-0062 raised after global routing false, vias in the first global route 170000, first-pass GRT wire length 1270 mm, Chip Area, Yosys between 0.3 and 0.4 sq mm, Max VDD drop 0.0705 mV, GRT Util Overall 24.6%, Top-area cell share 76.8%, First DRT Iteration DRCs 10600, Slowest cell on crit path buf_4, Adder Area Share 0%, ys cells 15500, asr flop ratio synth 0%, Tmin final 20.59 ns, final hold vios 0, Max Fclk 48.6 MHz, CP peak stage delay 0.62 ns, Die Y 897 um, Worst Hold Class in -> reg, layout cell share with drive strength beyond 1 20.8%, Port Buf Inserts roughly 53, DRT Pass-1 Iters 8
## layout make-up
cell class,count,area [sq um]
Sequential cell,8192,246000
Antenna cell,172,430
Timing Repair Buffer,1226,9670
Fill cell,65800,437000
Inverter,5,36.3
Multi-Input combinational cell,6304,67000
Clock inverter,449,3740
Clock buffer,985,20700
Tap cell,10600,13200
## logic make-up after synthesis
logic type	Yosys count
multiplexers	2949
buffers and inverters	977
flip-flops	8192
AND/OR/NAND/NOR	1350
AND-OR/OR-AND	2005
## path summary, 6_finish.rpt
check	startpoint	end	slack, ns	cells after the start
hold / removal	Input[7]	inr[459][7]	5.88	2
setup / recovery	index_inR[0]	inputdataR[11]	10.91	16
## cells in the mapped netlist (42+ instances only)
| master | n |
|---|---|
| edfxtp_1 | 8192 |
| mux2i_1 | 1624 |
| mux4_2 | 1166 |
| nor2_1 | 654 |
| o221ai_1 | 559 |
| o22ai_1 | 451 |
| clkbuf_1 | 349 |
| a21oi_1 | 334 |
| nand2_1 | 213 |
| o21ai_0 | 200 |
| buf_2 | 197 |
| nor3_1 | 136 |
| mux4_1 | 127 |
| buf_6 | 125 |
| nand3_1 | 106 |
| buf_12 | 95 |
| buf_8 | 88 |
| a31oi_1 | 78 |
| buf_1 | 69 |
| a211oi_1 | 60 |
| a22oi_1 | 57 |
| and2_1 | 55 |
| nand4_1 | 50 |
| a2111oi_0 | 42 |
## metal layers
layer  wire length (um)  up-vias  GRT usage, %  part of all wire, %
li1                   -    67600             -                    -
met4              39200       82          8.57                  4.3
met3             174000     1613          20.7                   19
met1             279000    81300          28.3                   31
met5               1580        -          1.81                 0.17
met2             410000    10200          34.5                   45
## power breakdown
part	switching, mW	total [mW]	leakage, nW	internal [mW]
sequential	0.00423	12.0	64.3	12.0
combinational	0.790	1.11	29.1	0.323
clock	4.04	9.05	11.9	5.01
total	4.83	22.2	105	17.3
## per-stage QoR
stage / utilization, % / area, sq um / power, mW / instances / worst slack [ns]
after floorplan: - / 320000 / 13.0 / 15500 / 9.91
after global placement: 42.1 / 336000 / 13.3 / 26300 / 10.73
after detailed placement: 42.1 / 336000 / 13.4 / 26300 / 10.79
after CTS: 45.2 / 360000 / 22.3 / 27700 / 10.77
after global routing: 45.2 / 361000 / 22.8 / 27900 / 10.24
final: 45.2 / 361000 / 22.2 / 27900 / 10.91
Power figures rest on the tool's default switching activity, not on a simulated workload.
