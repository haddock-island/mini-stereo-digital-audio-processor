## config.mk

```make
export PLATFORM = sky130hd
export DESIGN_NAME = CoeffL_mem
export DESIGN_NICKNAME = CoeffL_mem
export VERILOG_FILES = /design/flow/design.v
export SDC_FILE = /design/flow/constraint.sdc
export NUM_CORES = 4
export LEC_CHECK = 1
export CORE_UTILIZATION = 40
export SYNTH_MEMORY_MAX_BITS = 65536
```

## design.v

```verilog
`timescale 1ns / 1ps
module CoeffL_mem(Sclk,coeff_status,row,Input,index_coeffL,coeffdataL,clear);
input Sclk,coeff_status,clear;
input [8:0]row;
input [15:0]Input;
input [8:0]index_coeffL;
output [15:0]coeffdataL;
reg[15:0] coeffl[0:511];
reg [9:0]r;
always @(posedge coeff_status)
begin
	if(clear==1)
	begin
		for(r=0;r<512;r=r+1)
		begin
			coeffl[row]=0;
		end
	end
	if(row<512)
		coeffl[row]=Input;
end
assign coeffdataL = coeffl[index_coeffL];
endmodule
```

## constraint.sdc

```tcl
current_design CoeffL_mem

set clk_period 42.3
set clk_io_pct 0.2

create_clock -name clk0 -period $clk_period [get_ports {coeff_status}]

set non_clock_inputs [all_inputs -no_clocks]
set_input_delay [expr $clk_period * $clk_io_pct] -clock clk0 $non_clock_inputs
set_output_delay [expr $clk_period * $clk_io_pct] -clock clk0 [all_outputs]
```

## run.sh

```bash
#!/bin/bash
# OpenROAD 26Q1-2900-gdf79404cd8, Yosys 0.63+post, stock flow scripts
make -C /OpenROAD-flow-scripts/flow DESIGN_CONFIG=/design/flow/config.mk WORK_HOME=/design/flow/orfs finish
```

==> impl_metrics.py <==
# Metrics from the implementation run
metrics = {
    "run_status": {
        "status": "finished, final reports clean",
    },
    "sta": {
        "fmax_mhz": 37.71,
        "relSlewSlack_pct": 15.12,
        "tns_ns": 0,
        "min_period_ns": 26.52,
        "finalSetupViolations": 0,
        "rsz0062_at_grt": "false",
        "tightest_slew_ns": 1.269,
        "drv_slew": 0,
        "layout_setup_ws_ns": 15.78,
        "fin_crit_sh_pct": 62.69,
        "finalHoldViolCount": 0,
    },
    "yosys": {
        "synth_seq_share_pct": 77.20,
        "netlist.area_leader.share_pct": 77.20,
        "yosys_cells": 15531,
        "ys_area_um2": 318700,
        "avgSynthCellArea_um2": 20.52,
        "synth_top_cell_by_count": "edfxtp_1",
        "syn-cell-area_um2": 318700,
        "ff_type": "edfxtp_1",
        "synth_flops": 8192,
        "yosys.area.top_type": "edfxtp_1",
        "ys_warn_count": 1,
        "synthTopCellsByArea": "edfxtp_1, mux4_2, mux2i_1, o221ai_1, nor2_1",
        "synth-edff-count": 8192,
        "yosys-top-cells-count": "edfxtp_1, mux2i_1, mux4_2",
        "synthDistinctLibCells": 87,
        "syn_inst": 15531,
        "synthArstFlopShare_pct": 0,
    },
    "placement": {
        "hpwlAfterDp_um": 574300,
        "gp_congestion": 0.9046,
        "dp_slack_ns": 15.79,
        "placed_cell_area_um2": 335600,
        "io_buffers": 50,
    },
    "grt": {
        "grt_pass1_wl_um": 1307000,
        "track_usage_pct": 25.54,
        "antenna_found_initial": 58,
        "grt-ovfl-total": 0,
        "grt_max_degree": 134,
        "grt_pass1_vias": 172585,
    },
    "hold_path": {
        "holdPathEnd": "coeffl[331][8]",
        "hp-class": "in -> reg",
        "hold_path.startpoint": "Input[8]",
        "hold_depth": 1,
    },
    "power_and_ir_drop": {
        "p_per_area_nw_per_um2": 46.34,
        "power.leakage_nw": 115.1,
        "peakVddDrop_mv": 0.04344,
    },
    "detailed_routing": {
        "routed_wl_um": 933800,
        "drc": 0,
        "routed_via_density": 5.819,
        "wl_per_cell_um": 33.54,
        "drt_iter0_drc": 11993,
        "drt.antenna.violating_nets": 0,
        "drt_pass1_iterations": 6,
        "num_vias": 161974,
    },
    "die": {
        "dieWidth_um": 894.6,
        "coreArea_um2": 793300,
        "dieArea_um2": 800200,
        "rows": 327,
        "fp_util_pct": 40.17,
        "fp.dieH_um": 894.6,
        "io_pins": 53,
    },
    "finish": {
        "drive_gt1_share_pct": 21.82,
        "syn_to_final_growth_pct": 13.25,
        "final_core_util_pct": 45.49,
        "largest_reg_flops": 8192,
        "fin_area_um2": 360900,
    },
    "critical_path": {
        "critPathSlowestCell": "nand4_1",
        "cpPeakStageDelay_ns": 0.86,
        "cp.depth": 18,
        "cpMostUsedCell": "buf_4",
        "critPathKind": "in -> out",
        "cpLargestDelayFamily": "buffers and inverters",
        "end_kind": "primary output",
        "startpoint_type": "input pin",
        "cp_max_fo": 44,
        "path_buffers": 11,
        "cp_data_arrival_time_ns": 18.06,
        "crit_chain": "buf_16 -> buf_4 -> buf_4 -> buf_4 -> buf_4 -> buf_4 -> buf_4 -> buf_4 -> buf_4 -> buf_4 -> mux2i_1 -> o221ai_1 -> a31oi_1 -> o21a_1 -> or4_1 -> nand4_1 -> and4_1 -> clkdlybuf4s50_1",
        "cp.required_ns": 33.84,
    },
    "clock_network": {
        "cts.sinks": 8192,
        "cts_tree": "done",
        "path_clk_slew_ns": 0.06,
        "post_cts_resized": 0,
        "post_cts_buffers": 0,
        "htree_levels": 6,
        "cts_buffer_depth": 4,
        "cts_root_buf": "clkbuf_16",
        "cts_made_buffers": 806,
        "hold_buffers": 0,
    },
    "run": {
        "tool_warnings": 40,
        "cap_violations": 0,
    },
}
-- cell families after synthesis --
| family | Yosys count | share of synthesized area, % |
|---|---|---|
| multiplexers | 2909 | 14.34 |
| AND/OR/NAND/NOR | 1460 | 2.046 |
| buffers and inverters | 975 | 2.071 |
| AND-OR/OR-AND | 1995 | 4.348 |
| flip-flops | 8192 | 77.20 |
-- through the flow --
| step | hold slack [ns] | total power, mW | std cells |
|---|---|---|---|
| floorplan | 8.559 | 9.566 | 15531 |
| global placement | 8.936 | 10.00 | 26321 |
| detailed placement | 8.938 | 10.01 | 26321 |
| CTS | 7.700 | 16.81 | 27802 |
| global route | 7.744 | 17.16 | 27819 |
| finish | 7.760 | 16.72 | 27837 |
-- worst max path at each step --
stage | to | startpoint
finish | coeffdataL[12] | index_coeffL[0]
global route | coeffdataL[12] | index_coeffL[0]
CTS | coeffdataL[12] | index_coeffL[0]
-- where the power goes --
group | switching (mW) | internal (mW) | total (mW)
clock | 3.06 | 3.82 | 6.88
sequential | 0.00347 | 8.95 | 8.95
combinational | 0.628 | 0.266 | 0.894
-- per-layer routing --
| layer | share of wire [%] | track usage, % |
|---|---|---|
| met5 | 0.32 | 2.958 |
| met4 | 4.9 | 9.108 |
| met3 | 20 | 22.41 |
| met2 | 44 | 35.23 |
| met1 | 30 | 28.95 |
-- placed cells by master, fill, tap and decap left out, types with 202 or more instances in the layout --
cell       netlist  routed
nand2_1        276     259
mux4_2        1275    1275
clkinv_1         0     213
o221ai_1       561     561
mux2i_1       1536    1536
o22ai_1        420     420
clkbuf_16        0     811
nor2_1         710     624
edfxtp_1      8192    8192
clkbuf_1       388     211
buf_4           77    1164
a21oi_1        367     366
o21ai_0        206     202
-- final cells by class --
type / count / area (um2)
Multi-Input combinational cell: 6364 / 66690
Fill cell: 64872 / 432400
Inverter: 5 / 36.28
Timing Repair Buffer: 1232 / 9736
Antenna cell: 35 / 87.58
Clock inverter: 459 / 4091
Clock buffer: 1022 / 21090
Tap cell: 10528 / 13170
Sequential cell: 8192 / 246000
Power figures rest on the tool's default switching activity, not on a simulated workload.
